<file path="/design/flow/design.v">
`timescale 1ns / 1ps
module IM(
    input clk,
    input [31:0]PC, 
    output [31:0]IR, 
    input [31:0]mul1,
    input [31:0]mul2
    );
    parameter NOP=0,ADD=7'b10,SUB=7'b101,
SLT=7'b1100101,
AND=7'b1000,
OR=7'b1010,
XOR=7'b1100,
ST=7'b1,
LD=7'b100001,
ADI=7'b100010,
SBI=7'b100101,
NOT=7'b101110,
ANI=7'b101000,
ORI=7'b101010,
XRI=7'b101100,
AIU=7'b1100010,
SIU=7'b1000101,
MOV=7'b1000000,
LSL=7'b110000,
LSR=7'b110001,
JMR=7'b1100001,
BZ=7'b100000,
BNZ=7'b1100000,
JMP=7'b1000100,
JML=7'b111,
R0=5'd0,
R1=5'd1,
R2=5'd2,
R3=5'd3,
R4=5'd4,
R5=5'd5,
R6=5'd6,
R7=5'd7,
R8=5'd8,
R9=5'd9,
R10=5'd10,
R11=5'd11,
R12=5'd12,
R13=5'd13,
R14=5'd14,
R15=5'd15,
R16=5'd16,
R17=5'd17;
    reg [31:0] regi [1023:0];
    assign IR= regi[PC];
always @ (posedge clk)begin
    regi[0]=0;
    regi[1]={AIU,R1,R0,mul1[31:17]};
    regi[2]={AIU,R2,R0,mul2[31:17]};
    regi[3]={LSL,R1,R1,15'd15};
    regi[4]={LSL,R2,R2,15'd15};
    regi[5]={AIU,R1,R1,mul1[16:2]};
    regi[6]={AIU,R2,R2,mul2[16:2]};
    regi[7]={LSL,R1,R1,15'd2};
    regi[8]={LSL,R2,R2,15'd2};
    regi[9]={AIU,R1,R1,13'd0,mul1[1:0]};
    regi[10]={AIU,R2,R2,13'd0,mul2[1:0]};
    regi[11]={SLT,R16,R1,R0,10'b0};
    regi[12]={SLT,R17,R2,R0,10'd0};
    regi[13]=NOP;
regi[14]={MOV,R3,R0,15'b0};
regi[15]={MOV,R4,R0,15'b0};
regi[16]={MOV,R8,R0,15'b0};
regi[17]={BZ,R0,R16,15'd3};
regi[18]=NOP;
regi[19]=NOP;
regi[20]={SUB,R1,R0,R1,10'd0};
regi[21]={XOR,R16,R16,R17,10'd0};
regi[22]={BZ,R0,R17,15'd3};
regi[23]=NOP;
regi[24]=NOP;
regi[25]={SUB,R2,R0,R2,10'd0};
regi[26]={ANI,R6,R1,15'd1};
regi[27]={MOV,R7,R2,15'b0};
regi[28]=NOP;
regi[29]={BZ,R0,R6,15'd3};
regi[30]=NOP;
regi[31]=NOP;
regi[32]={MOV,R3,R2,15'b0};
regi[33]={MOV,R5,R1,15'b0};
regi[34]=NOP;
regi[35]={LSR,R5,R5,15'd1};
regi[36]=NOP;
regi[37]={BZ,R0,R5,15'd36};
regi[38]=NOP;
regi[39]=NOP;
regi[40]={LSL,R8,R8,15'd1};
regi[41]={SLT,R9,R7,R0,10'd0};
regi[42]={LSL,R7,R7,15'd1};
regi[43]={BZ,R0,R9,15'd3};
regi[44]=NOP;
regi[45]=NOP;
regi[46]={ADI,R8,R8,15'd1};
regi[47]={ANI,R6,R5,15'd1};
regi[48]=NOP;
regi[49]={BZ,R0,R6,-15'd15};
regi[50]=NOP;
regi[51]=NOP;
regi[52]={SLT,R9,R7,R0,10'd0};
regi[53]={SLT,R10,R3,R0,10'd0};
regi[54]={ADD,R3,R3,R7,10'd0};
regi[55]={XOR,R9,R9,R10,10'd0};
regi[56]={ADD,R4,R4,R8,10'd0};
regi[57]={SLT,R11,R3,R0,10'd0};
regi[58]={BNZ,R0,R9,15'd8};
regi[59]=NOP;
regi[60]=NOP;
regi[61]={BZ,R0,R10,-15'd27};
regi[62]=NOP;
regi[63]=NOP;
regi[64]={JMP,R0,R0,15'd5};
regi[65]=NOP;
regi[66]=NOP;
regi[67]={BNZ,R0,R11,-15'd33};
regi[68]=NOP;
regi[69]=NOP;
regi[70]={ADI,R4,R4,15'd1};
regi[71]={JMP,R0,R0,-15'd37};
regi[72]=NOP;
regi[73]=NOP;
regi[74]={BZ,R0,R16,15'd14};
regi[75]=NOP;
regi[76]=NOP;
regi[77]={SLT,R17,R3,R0,10'd0};
regi[78]={NOT,R4,R4,15'b0};
regi[79]={SUB,R3,R0,R3,10'd0};
regi[80]=NOP;
regi[81]={SLT,R16,R3,R0,10'd0};
regi[82]=NOP;
regi[83]={ADD,R16,R16,R17,10'd0};
regi[84]=NOP;
regi[85]={BNZ,R0,R16,15'd3};
regi[86]=NOP;
regi[87]=NOP;
regi[88]={ADI,R4,R4,15'd1};
regi[89]={MOV,R13,R3,15'D0};
regi[90]={MOV,R14,R4,15'D0};
end
endmodule
</file>
<file path="/design/flow/run.sh">
#!/bin/bash
# OpenROAD 26Q1-2900-gdf79404cd8, Yosys 0.63+post, stock flow scripts
make -C /OpenROAD-flow-scripts/flow DESIGN_CONFIG=/design/flow/config.mk WORK_HOME=/design/flow/orfs finish
</file>
<file path="/design/flow/constraint.sdc">
current_design IM

set clk_period 5.5
set clk_io_pct 0.2

create_clock -name clk0 -period $clk_period [get_ports {clk}]

set non_clock_inputs [all_inputs -no_clocks]
set_input_delay [expr $clk_period * $clk_io_pct] -clock clk0 $non_clock_inputs
set_output_delay [expr $clk_period * $clk_io_pct] -clock clk0 [all_outputs]
</file>
<file path="/design/flow/config.mk">
export PLATFORM = sky130hd
export DESIGN_NAME = IM
export DESIGN_NICKNAME = IM
export VERILOG_FILES = /design/flow/design.v
export SDC_FILE = /design/flow/constraint.sdc
export NUM_CORES = 4
export LEC_CHECK = 1
export CORE_UTILIZATION = 50
</file>
==> results.cfg <==
; flow metrics
[cts]
cts.sinks = 64
clkSlewWorstSetupHoldPaths_ns = 0.07
clock-root-buffer = clkbuf_8
cts_tree = done
cts_buffers = 9
h-tree-depth = 3
ctsHoldBuffers = 0
clockBufferDepth = 2

[drt]
vias_per_cell = 6.388
final_antenna_net_count = 0
dr_total_vias = 4401
drcViolationCount = 0
wl_per_cell_um = 21.11
antenna-diode-count = 0
wirelength_um = 14550
drtPass1Iterations = 8
drt_iter0_markers = 520

[synthesis]
async_flop_share = 0
synth-edff-count = 0
top_cell_area_share = 0.3373
synthCells = 472
synth-area-yosys_sq_um = 3799
top_cells_by_area = dfxtp_1 (34%), nand2_1 (5.4%), o21ai_0 (3.7%), a21oi_1 (3.2%), nor2_1 (3.2%)
yosysWarnings = 29860
yosys_most_used_dff = dfxtp_1
ys_ff = 64
synth_area_sq_um = 3799
common_cells = dfxtp_1 (64), nand2_1 (55), nor2_1 (32)
synth_seq_share = 0.3373
yosys.area.top_type = dfxtp_1
top_cell = dfxtp_1
syn_area_per_cell_sq_um = 8.048
yosys_cells = 472
yosys.cell_types.count = 73

[pwr]
powerDensity_nw_per_um2 = 202.8
p_int_mw = 0.7846
p_leak_nw = 2.081
vdd_drop_max_v = 0.0001629
switchingPower_mw = 0.2896
p_seq_frac = 0.461
clkPwrFrac = 0.321
sw_frac_of_total = 0.2696
combPwrFrac = 0.218

[global_routing]
overflow = 0
grt_usage = 0.3852
met2_usage = 0.5586
antenna_found_initial = 0
grt_pass1_wl_um = 22220
grt_max_degree = 38
grt_pass1_vias = 4176
met1_usage = 0.5510
met3_usage = 0.1114
busiest_layer = met2

[setup_path]
critPathKind = input pin to output port
path_max_fanout = 31
slowest_delay_ns = 0.53
critPathRequiredTime_ns = 4.40
arrival_ns = 4.35
cp_cell_sequence = clkdlybuf4s50_1, buf_12, inv_1, o31ai_1, o31ai_1, nor4_1, nand3_2, nor4_4, buf_4, buf_4, a211o_1, clkdlybuf4s50_1
crit_path_start_kind = input pin
critPathCaptureType = output port
critPathSlowestCell = clkdlybuf4s50_1

[die]
fp-row-count = 31
initial_utilization = 0.5209
ios = 129
chipArea_sq_um = 7950
core-area_sq_um = 7292
die_w_um = 89.16
die_y_um = 89.16

[placement]
dp_hpwl_um = 10630
dpl_cell_area_sq_um = 5089
numPortBuffers = 106
gp_congestion = 1.122

[final_timing]
tightest_slew_ns = 0.6357
relSlewSlack = 0.5732
fin_crit_sh = 0.9917
post-route-min-period_ns = 5.454
rsz0062_at_grt = no
finalSetupViolCount = 0
slew_viol_final = 0
finalSetupTns_ns = 0
hold_viol_final = 0
max_freq_ghz = 0.1833

[cells_and_area]
area_growth_pct = 39.43
mi_logic_area_sq_um = 2287
drive_gt1_frac = 0.1237
n_fill_cell = 589
seq_area_sq_um = 1281
design_area_sq_um = 5296
largest_reg_flops = 64

[run_status]
outcome = complete, no violations

[run]
maxCapViolations = 0
warnings = 49

[worst_hold_path]
min_path_type = input pin to register
==> critical path, delay by kind of cell <==
family	cells	cell delay (ns)
AND-OR/OR-AND	3	0.65
buffers and inverters	6	1.84
AND/OR/NAND/NOR	3	0.75
==> cell usage in the layout, fill, tap and decap left out, types with 6 or more instances in the layout <==
| cell type | n |
|---|---|
| clkdlybuf4s50_1 | 103 |
| dfxtp_1 | 64 |
| nand2_1 | 55 |
| buf_4 | 37 |
| nor2_1 | 32 |
| o21ai_0 | 27 |
| a21oi_1 | 24 |
| nand3_1 | 14 |
| nor3_1 | 12 |
| nor2b_1 | 12 |
| o22ai_1 | 11 |
| a22oi_1 | 11 |
| nand2b_1 | 10 |
| clkbuf_8 | 10 |
| a31oi_1 | 8 |
| or3_1 | 7 |
| mux2i_1 | 7 |
| and3_1 | 7 |
| nand4_1 | 7 |
| a32oi_1 | 7 |
| a211o_1 | 7 |
| o2111ai_1 | 6 |
| o211ai_1 | 6 |
==> routing by layer <==
layer	routed length, um	share of wire	up-vias
met2	6333	0.44	340
met5	0	0	-
met3	1734	0.12	58
met4	619	0.043	0
met1	5861	0.40	1990
li1	-	-	2013
==> layout make-up <==
cell class | count | share of cell area
Sequential cell | 64 | 0.2419
Multi-Input combinational cell | 358 | 0.4318
Inverter | 6 | 0.004252
Clock inverter | 5 | 0.006378
Tap cell | 99 | 0.02339
Timing Repair Buffer | 147 | 0.2662
Clock buffer | 10 | 0.02599
==> cell families after synthesis <==
group | Yosys count | synth area share
compound gates | 155 | 0.2905
xor+xnor | 7 | 0.01614
buf+inv | 50 | 0.06785
flops | 64 | 0.3373
mux | 10 | 0.02932
simple gates | 186 | 0.2589
==> timing repair <==
item	4_1_cts	5_1_grt
setup endpoints to repair	0	7
setup buffers	0	0
gates resized	0	8
==> power by group through the flow <==
stage / Sequential, mW / Clock, mW / Combinational, mW
4_1_cts: 0.495 / 0.355 / 0.228
5_1_grt: 0.497 / 0.378 / 0.249
6_report: 0.495 / 0.345 / 0.234
==> metrics by stage <==
| stage | util | setup WS (ns) | std cells | hold slack [ns] | power [mW] |
|---|---|---|---|---|---|
| floorplan | - | 1.489 | 472 | 1.128 | 0.6068 |
| global placement | 0.6978 | 0.1717 | 674 | 1.548 | 0.7261 |
| detailed placement | 0.6978 | 0.1300 | 674 | 1.552 | 0.7307 |
| CTS | 0.7213 | 0.04972 | 689 | 1.190 | 1.078 |
| global route | 0.7263 | 0.006304 | 689 | 1.190 | 1.124 |
| finish | 0.7263 | 0.04592 | 689 | 1.207 | 1.074 |
==> final timing paths <==
check                 cells after the start          to     from
worst max-delay path                     12       IR[8]    PC[1]
worst min-delay path                      1  regi[9][0]  mul1[0]
No activity file was given, so power comes from the tool's default toggle rates.
