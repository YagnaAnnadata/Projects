==> flow/design.v <==
`timescale 1ns / 1ps
module MEM(
    input clk,
    input MW, 
    input [7:0]MEA, 
    input [7:0]MWD, 
    output [7:0]MRD 
    );
    reg [7:0] regi [255:0];
    assign MRD= regi[MEA];
    always @ (posedge clk) begin
        if (MW)
            regi[MEA]<=MWD;        
        regi[0]<=0;
    end
endmodule
==> flow/run.sh <==
#!/bin/bash
# OpenROAD 26Q1-2900-gdf79404cd8, Yosys 0.63+post, stock flow scripts
make -C /OpenROAD-flow-scripts/flow DESIGN_CONFIG=/design/flow/config.mk WORK_HOME=/design/flow/orfs finish
==> flow/config.mk <==
export PLATFORM = sky130hd
export DESIGN_NAME = MEM
export DESIGN_NICKNAME = MEM
export VERILOG_FILES = /design/flow/design.v
export SDC_FILE = /design/flow/constraint.sdc
export NUM_CORES = 4
export LEC_CHECK = 1
export CORE_UTILIZATION = 40
==> flow/constraint.sdc <==
current_design MEM

set clk_period 18.5
set clk_io_pct 0.2

create_clock -name clk0 -period $clk_period [get_ports {clk}]

set non_clock_inputs [all_inputs -no_clocks]
set_input_delay [expr $clk_period * $clk_io_pct] -clock clk0 $non_clock_inputs
set_output_delay [expr $clk_period * $clk_io_pct] -clock clk0 [all_outputs]
==> flow_summary.toml <==
# generated from flow reports
[final_timing]
setup-tns-final_ps = 0
period_minus_slack_ps = 12610
rsz0062_at_grt = "no"
maxSlewHeadroom_pct = 36.0
slew_viol_final = 0
hold_violations = 0
fmax_ghz = 0.0793
fin_crit_sh_pct = 68.2
tightest_slew_ps = 957
setup_viol = 0

[min_path]
whs_path_depth = 1
holdPathEnd = "regi[30][1]"
hold_start = "MWD[1]"
hold_path_class = "input port to register"

[finish]
top_regs = "regi (2040)"
largest_reg_flops = 2040
layout_top_cell = "edfxtp_1"
area_delta_synth_final_pct = 12.5
registers.top_by_ff_count = "regi"
layout_top_cells = "2040 x edfxtp_1, 512 x mux4_2, 254 x nor2_1, 198 x clkbuf_16, 149 x buf_4"
final_util_pct = 45.3
drive_above_1_share_pct = 24.8

[synth]
yosys.area.top_type_share_pct = 78.1
area_leaders = "edfxtp_1 78%, mux4_2 15%, nor2_1 1.2%, a22oi_1 1.1%, o22ai_1 0.77%"
synth_cells = 3575
synth.area.mux_share_pct = 15.3
synth_area_leader_cell = "edfxtp_1"
yosysCellCount = 3575
ys_sh_xor_pct = 0
synth_chip_area_um2 = 78400
yosys_warnings = 1
synth_seq_share_pct = 78.1
ys_ff = 2040
synthDistinctLibCells = 31
synthTopLogicFamily = "multiplexers"
ys_sh_simple_pct = 2.24
aoi_share_pct = 2.81
synth_area_per_cell_um2 = 21.9
synth_adder_area_share_pct = 0
synth_area_um2 = 78400

[die]
die-area_um2 = 198000
die_w_um = 445
ios = 26
core_um2 = 195000
row_count = 162
core_util_floorplan_pct = 40.2
die_h_um = 445

[power_and_ir_drop]
peakVddDrop_uv = 99.1
power_density_nw_per_um2 = 106
static-leakage-power_nw = 26.8

[route]
drt_first_pass_iters = 5
viasPerCell = 5.57
vias = 36300
first_iter_violations = 2435
wirelength_um = 182000
post_drt_wl_per_cell_um = 27.9
antenna_left = 0
drcViolationCount = 0

[global_routing]
grt_pass1_vias = 40200
grt_first_pass_wirelength_um = 269000
grt_max_degree = 139
antenna_found_initial = 1
grt.total_usage_pct = 20.7
grt_remaining_overflow = 0

[cts]
post_cts_buffers = 0
ctsResizeCount = 0
clockBufferDepth = 3
cts_root_buf = "clkbuf_16"
cts_buffers = 196
cts-hold-fix-buffers = 0
cts.sinks = 2040
htreeDepth = 4
cts_tree = "built"
path_clk_slew_ps = 50

[placement]
gp_congestion = 0.858
dp_hpwl_um = 109000
io_buffer_count = 25

[critical_path]
cp.required_ps = 14800
cp-end-kind = "output pin"
critPathSlowestCell = "buf_4"
crit_fanout = 97
cp_top_family = "buffers and inverters"
cpMostUsedCell = "buf_4"
worstPathArrival_ps = 8910
path_buffers = 7
crit_chain = "buf_8, buf_4, buf_4, buf_12, buf_4, mux4_2, mux4_2, o21ai_0, a211oi_1, buf_4, a211o_1, clkdlybuf4s50_1"
cp-start-kind = "input port"
cpPeakStageDelay_ps = 660
crit_type = "input port to output pin"

[run]
warnings = 28
drv_cap = 0

[run_status]
status = "finished clean"
[kinds of logic after synthesis]
logic type / count (synthesis)
buffers and inverters: 223
muxes: 560
and+or+nand+nor: 424
DFF: 2040
AOI/OAI and AO/OA: 328
[worst max path at each step]
stage / cells past startpoint / to / startpoint / slack, ps
CTS: 11 / MRD[2] / MEA[0] / 5770
global route: 11 / MRD[2] / MEA[0] / 5600
finish: 12 / MRD[0] / MEA[1] / 5890
[Yosys cell counts]
library cell / count
a211o_1: 8
a211oi_1: 24
a21oi_1: 40
a22oi_1: 112
a31oi_1: 8
and2_0: 2
and2_1: 1
and3_1: 4
buf_1: 15
buf_2: 58
buf_4: 19
buf_6: 23
clkbuf_1: 107
clkinv_1: 1
edfxtp_1: 2040
mux2_2: 8
mux2i_1: 40
mux4_2: 512
nand2_1: 87
nand2b_1: 5
nand3_1: 43
nand3b_1: 6
nor2_1: 256
nor2b_1: 7
nor3_1: 4
o21ai_0: 24
o22ai_1: 96
o41ai_1: 16
or2_2: 1
or3_1: 2
or3b_2: 6
[area by class of cell]
class,count,area [um^2]
well taps,2624,3280
flip-flops and latches,2040,61300
clock inverters,111,951
repair buffers,178,1490
clock buffers,244,5130
fillers,15900,107000
diodes,1,2.50
inverters,1,3.75
multi-input cells,1312,16100
[per-layer routing]
layer  vias up  GRT usage [%]  part of all wire, %
met3       272           14.3                   15
met1     18700           26.6                   34
met2      1913           30.5                   48
met5         -           1.03                 0.15
li1      15400              -                    -
met4         7           4.20                  2.6
[metrics by stage]
step                setup slack, ps  total power [W]  cells  area, um^2  hold slack [ps]
CTS                            5770          0.00944   6510       88200             3230
global route                   5600          0.00964   6511       88200             3250
floorplan                      9240          0.00543   3575       78400             3800
finish                         5890          0.00935   6511       88200             3280
detailed placement             5800          0.00564   6155       82100             4120
global placement               5770          0.00564   6155       82100             4120
[power by group]
| part | internal [W] | total [W] | switching [W] |
|---|---|---|---|
| Combinational | 0.000153 | 0.000435 | 0.000282 |
| Clock | 0.00215 | 0.00382 | 0.00166 |
| Sequential | 0.00509 | 0.00510 | 0.00000199 |
| Total | 0.00740 | 0.00935 | 0.00195 |
No activity file was given, so power comes from the tool's default toggle rates.
