===== flow/run.sh =====
#!/bin/bash
# OpenROAD 26Q1-2900-gdf79404cd8, Yosys 0.63+post, stock flow scripts
make -C /OpenROAD-flow-scripts/flow DESIGN_CONFIG=/design/flow/config.mk WORK_HOME=/design/flow/orfs finish

===== flow/config.mk =====
export PLATFORM = sky130hd
export DESIGN_NAME = mcu_io
export DESIGN_NICKNAME = mcu_io
export VERILOG_FILES = /design/flow/design.v
export SDC_FILE = /design/flow/constraint.sdc
export NUM_CORES = 4
export LEC_CHECK = 1
export CORE_UTILIZATION = 50

===== flow/constraint.sdc =====
current_design mcu_io

set clk_period 3.0
set clk_io_pct 0.2

create_clock -name clk0 -period $clk_period [get_ports {clk}]

set non_clock_inputs [all_inputs -no_clocks]
set_input_delay [expr $clk_period * $clk_io_pct] -clock clk0 $non_clock_inputs
set_output_delay [expr $clk_period * $clk_io_pct] -clock clk0 [all_outputs]

===== flow/design.v =====
`timescale 1ns / 1ps
`timescale 1ns / 1ps
module VGA_driver(
    input clk_25M,
    input [2:0] redIn,
    input [2:0] greenIn,
    input [1:0] blueIn,
    output reg [2:0] vgaRed = 0,
    output reg [2:0] vgaGreen = 0,
    output reg [2:1] vgaBlue = 0,
    output reg Hsync = 0,
    output reg Vsync = 0,
    output reg [9:0] x_pos = 0,
    output reg [9:0] y_pos = 0
    );
	reg [9:0] h_count = 0;
	reg [9:0] v_count = 0;
	always @(posedge clk_25M)
	begin
		if (h_count == 799)
		begin
			h_count <= 0;
			if (v_count == 524)
				v_count <= 0;
			else
				v_count <= v_count + 1'b1;
		end
		else
			h_count <= h_count + 1'b1;
		if ((h_count >= 0) && (h_count <= 95))
			Hsync <= 1;
		else
			Hsync <= 0;
		if ((v_count >= 0) && (v_count <= 1))
			Vsync <= 1;
		else
			Vsync <= 0;
		if ((h_count >= 144) && (h_count <= 783) && (v_count >= 35) && (v_count <= 514))
		begin
			vgaRed <= redIn;
			vgaGreen <= greenIn;
			vgaBlue <= blueIn;
		end
		else
		begin
			vgaRed <= 0;
			vgaGreen <= 0;
			vgaBlue <= 0;
		end
		x_pos <= (h_count + 1'b1) - 9'd144;  
		y_pos <= v_count - 9'd35;  
	end
endmodule
`timescale 1ns / 1ps
module clock_100to25(
    input clk_100M,
    output reg clk_25M = 0
    );
	reg count_bit = 0;
	always @(posedge clk_100M)
	begin
		count_bit = ~ count_bit;
		if (~count_bit)
			clk_25M = ~clk_25M;
	end
endmodule
`timescale 1ns / 1ps
module color_converter(
    input [7:0] color_code,
    output reg [7:0] color_out
    );
	always @(color_code)
	begin
		case(color_code)
			8'd00: color_out <= 8'b00000000;  
			8'd01: color_out <= 8'b11100000;  
			8'd02: color_out <= 8'b00011100;  
			8'd03: color_out <= 8'b00000011;  
			8'd04: color_out <= 8'b11111100;  
			8'd05: color_out <= 8'b11100011;  
			8'd06: color_out <= 8'b00011111;  
			8'd07: color_out <= 8'b10010010;  
			8'd08: color_out <= 8'b00100101;  
			8'd09: color_out <= 8'b01111010;  
			8'd10: color_out <= 8'b01101010;  
			8'd11: color_out <= 8'b11101010;  
			8'd12: color_out <= 8'b11110110;  
			8'd13: color_out <= 8'b10110111;  
			8'd14: color_out <= 8'b11010101;  
			8'd15: color_out <= 8'b11111111;  
			default: color_out <= 8'b00000000;  
		endcase
	end
endmodule
`timescale 1ns / 1ps
module mcu_io(
	 input clk,   
	 input reset, 
	 input output_write_enable,  
	 input [7:0] output_data_in,  
	 input [7:0] output_data_address,  
	 output reg [7:0] input_data_out,  
	 input [8:0] fpga_in,  
	 output [9:0] fpga_out  
    );
	vga_out VGA_OUT(.clk(clk),
			  .write_enable(output_write_enable),
			  .position(output_data_address),
			  .value(output_data_in),
			  .vgaRed(fpga_out[9:7]),
			  .vgaGreen(fpga_out[6:4]),
			  .vgaBlue(fpga_out[3:2]),
			  .Hsync(fpga_out[1]),
			  .Vsync(fpga_out[0])
    );
	 always @(fpga_in[8])
	 begin
		if (!reset)
			input_data_out <= 8'd0;
		else
				input_data_out <= fpga_in[7:0];
	 end
endmodule
`timescale 1ns / 1ps
module vga_grid16(
    input [9:0] x_pos,
    input [9:0] y_pos,
    output reg [1:0] grid_x,
    output reg [1:0] grid_y
    );
	always @(x_pos)
	begin
		if (x_pos < 160)
			grid_x <= 2'b00;
		else if (x_pos < 320)
			grid_x <= 2'b01;
		else if (x_pos < 480)
			grid_x <= 2'b10;
		else  
			grid_x <= 2'b11;
	end
	always @(y_pos)
	begin
		if (y_pos < 120)
			grid_y <= 2'b00;
		else if (y_pos < 240)
			grid_y <= 2'b01;
		else if (y_pos < 360)
			grid_y <= 2'b10;
		else  
			grid_y <= 2'b11;
	end
endmodule
`timescale 1ns / 1ps
module vga_out(
    input clk,
	 input write_enable,
    input [7:0] position,
    input [7:0] value,
    output [2:0] vgaRed,
    output [2:0] vgaGreen,
    output [2:1] vgaBlue,
    output Hsync,
    output Vsync
    );
	 wire clk_vga;  
	 wire [9:0] x_pos;
	 wire [9:0] y_pos;
	 wire [2:0] redIn;
	 wire [2:0] greenIn;
	 wire [2:1] blueIn;
	 wire [1:0] grid_x;
	 wire [1:0] grid_y;
	 reg [7:0] color_mem [0:15];
	 wire [7:0] converted_color;
	 assign {redIn, greenIn, blueIn[2:1]} = color_mem[{grid_y, grid_x}];
	 clock_100to25 CLK_DIV(.clk_100M(clk), .clk_25M(clk_vga));
	 VGA_driver VGA_MOD(.clk_25M(clk_vga),
							 .redIn(redIn),
							 .greenIn(greenIn),
							 .blueIn(blueIn[2:1]),
							 .vgaRed(vgaRed),
							 .vgaGreen(vgaGreen),
							 .vgaBlue(vgaBlue),
							 .Hsync(Hsync),
							 .Vsync(Vsync),
							 .x_pos(x_pos),
							 .y_pos(y_pos)
							 );
	vga_grid16 VGA_GRID(.x_pos(x_pos),.y_pos(y_pos),.grid_x(grid_x),.grid_y(grid_y));
	color_converter COLOR_CONV(.color_code(value),.color_out(converted_color));
	always @(negedge clk)
	begin
		if (write_enable)
			color_mem[position] <= converted_color;
	end
endmodule

==> run_results.csv <==
group,metric,value,unit
global_route,busiest_layer,"met2",
finish,area_growth,34.6,%
floorplanning,rows,44,
floorplanning,num_io_pins,46,
yosys,synth.avg_cell_area,13.2,um2
pwr,p_total,4.70,mW
cts,clock.latency.late_pin,410,ps
setup_path,slowest_delay,570,ps
setup_path,path_delay_family,"buffers and inverters",
global_route,grt_overflow,0,
setup_path,critPathRequiredTime,1800,ps
finish,finalNonFillerCells,985,
floorplanning,initCoreUtil,0.510,
cts,clk_pin_slew,60,ps
finish,nFillCells,975,
finish,drive_gt1_frac,0.184,
global_route,grt_max_degree,64,
floorplanning,die_area,0.0153,mm2
job,drv_cap,0,
job,warnings,170,
route,vias_per_cell,5.40,
setup_path,slowest_stage,"or4_4",
global_route,grtUsageMet3,0.136,
cts,ctsRootBufferMaster,"clkbuf_16",
setup_path,crit_path_end_kind,"register",
route,ant_nets,0,
route,avgRoutedWirePerCell,17.8,um
yosys,flop_cell,"edfxtp_1",
setup_path,path_buffers,3,
finish,seq_area,0.00483,mm2
global_route,first_global_vias,5651,
yosys,ys_cells,559,
global_route,use_met2,0.411,
placed_design,dp_slack,-1060,ps
cts,clk_path_buf_depth,2,
finish,fin_area,0.00994,mm2
cts,postCtsHoldBufs,0,
pwr,max-vdd-ir-drop,0.372,mV
pwr,powerDensity,473,mW/mm2
run_status,violations,"setup timing",
final_timing,final-max-slew-violation-count,0,
yosys,ys_seq_frac,0.655,
route,num_vias,5317,
final_timing,fin_ws,-360,ps
floorplanning,fp.dieW,123,um
floorplanning,core_area,0.0145,mm2
cts,cts_made_buffers,17,
global_route,met1_usage,0.356,
cts,htreeDepth,4,
placed_design,dpl.cell_count,821,
yosys,ys_types,59,
final_timing,hold_viol_final,0,
setup_path,crit_chain,"clkdlybuf4s50_1, or4_4, buf_4, a311oi_4, buf_12",
placed_design,hpwl,11000,um
yosys,synth_area,0.00738,mm2
min_path,hold_path.class,"register to register",
setup_path,startpoint_type,"primary input",
finish,logic_area,0.00258,mm2
route,first_iter_violations,306,
route,n_antenna_cell,0,
final_timing,untimed_endpoints,62,
yosys,synth_flops,172,
yosys,synthArstFlopShare,0,
final_timing,timing.hold.ws,381,ps
global_route,antenna_found_initial,0,
yosys,yosys_area,0.00738,mm2
floorplanning,die_h,123,um
placed_design,numPortBuffers,40,
global_route,grt_pass1_wl,27800,um
run_status,status,"finished with violations",
final_timing,final-setup-viol-count,129,
final_timing,grt_setup_unrepaired,"yes",
route,dr.pass1.iters,4,
final_timing,clock_skew,0.0169,ps
yosys,yosys_warnings,6,
yosys,syn_inst,559,
pwr,leakagePower,3.91,nW
yosys,edf_count,139,
global_route,grtUsageTotal,0.269,
placed_design,placedInstanceArea,0.00882,mm2
final_timing,unclocked_regs,42,
cts,cts_tree,"built",
setup_path,worstPathMaxFanout,16,
setup_path,critical_path_class,"primary input to register",
route,wl,17500,um
final_timing,worst_pin_slew,769,ps
placed_design,gp_congestion,0.826,
final_timing,maxSlewHeadroom,0.487,
route,drc,0,
setup_path,crit_arrival,2160,ps
==> final timing paths <==
kind                            cells after the start                        end                      start  slack [ps]
worst max-delay path                                5    VGA_OUT.color_mem[2][0]          output_data_in[5]        -360
worst min-delay path                                1  VGA_OUT.CLK_DIV.count_bit  VGA_OUT.CLK_DIV.count_bit         380
worst max register to register                      2    VGA_OUT.CLK_DIV.clk_25M    VGA_OUT.CLK_DIV.clk_25M        2010
worst min register to register                      1  VGA_OUT.CLK_DIV.count_bit  VGA_OUT.CLK_DIV.count_bit         380
==> state kept, by name, summed over array words and instances, names as in the netlist <==
signal                     cells
VGA_OUT.VGA_MOD.Vsync          1
VGA_OUT.VGA_MOD.v_count       10
VGA_OUT.color_mem            128
VGA_OUT.VGA_MOD.vgaBlue        2
VGA_OUT.VGA_MOD.vgaGreen       3
VGA_OUT.VGA_MOD.x_pos          5
VGA_OUT.CLK_DIV.clk_25M        1
VGA_OUT.CLK_DIV.count_bit      1
VGA_OUT.VGA_MOD.y_pos          7
VGA_OUT.VGA_MOD.Hsync          1
VGA_OUT.VGA_MOD.h_count       10
VGA_OUT.VGA_MOD.vgaRed         3
==> cell families after synthesis <==
logic type	after synthesis	synth area share
xor gates and xnor gates	25	0.0297
DFF	172	0.655
buffers and inverters	48	0.0276
and+or+nand+nor	133	0.0937
muxes	16	0.0217
AOI/OAI and AO/OA	153	0.152
adders and majority gates	12	0.0203
==> stage by stage <==
step,setup TNS (ps),utilization
after floorplan,-59770,-
after global placement,-202100,0.609
after detailed placement,-209380,0.609
after CTS,-38660,0.686
after global routing,-42720,0.686
final,-39440,0.686
==> placed cells by master, fill, tap and decap left out, drive strengths merged, types with 4 or more instances in the layout <==
cell type and instances:
clkinv 4, o211a 16, o221a 7, nand3 26, o21ai 43, dfxtp 33
o32ai 17, dlygate4sd2 5, buf 72, nor2 44, nor2b 4, clkbuf 17
nand2 15, a21oi 33, nor3 9, nand2b 5, mux2i 16, xnor2 11
a211oi 7, clkdlybuf4s50 32, and2 10, xor2 14, edfxtp 139, ha 12
inv 156, o221ai 16
==> routing by layer <==
| metal | wire (um) | share of wire |
|---|---|---|
| met5 | 0 | 0 |
| met4 | 154 | 0.0088 |
| met3 | 1620 | 0.092 |
| met2 | 8870 | 0.51 |
| met1 | 6890 | 0.39 |
==> repair_timing <==
action | 4_1_cts | 5_1_grt
resized | 22 | 3
setup endpoints to repair | 256 | 145
setup buffers | 7 | 2
pin swaps | 10 | 1
==> power breakdown <==
part           total, mW  leakage [nW]  internal (mW)  switching, mW
clock network       2.47         0.956           1.29           1.18
logic              0.200          1.65          0.103         0.0973
registers           2.04          1.31           2.03        0.00699
total               4.70          3.91           3.42           1.28
==> layout make-up <==
cell class	instances	area share
flip-flops and latches	172	0.486
multi-input cells	339	0.260
repair buffers	112	0.122
clock inverters	143	0.0590
clock buffers	17	0.0428
well taps	184	0.0232
inverters	18	0.00680
==> cell usage after synthesis (4+ instances only) <==
cell / instances / area, um2
nand2b_1: 5 / 31.3
nor2b_1: 4 / 25.0
edfxtp_1: 139 / 4170
o21ai_0: 32 / 160
o211a_1: 16 / 160
clkbuf_1: 20 / 75.1
nor3_1: 9 / 45.0
o32ai_1: 15 / 131
a211oi_1: 6 / 45.0
nand2_1: 13 / 48.8
inv_1: 19 / 71.3
buf_2: 4 / 20.0
xnor2_1: 11 / 96.3
a21oi_1: 33 / 165
nand3_1: 26 / 130
o221ai_1: 16 / 140
dfxtp_1: 33 / 661
and2_1: 10 / 62.6
ha_1: 12 / 150
nor2_1: 42 / 158
o21ai_1: 11 / 55.1
xor2_1: 14 / 123
o221a_1: 7 / 78.8
mux2i_1: 16 / 160
Power is estimated from default activity; no workload was simulated.
